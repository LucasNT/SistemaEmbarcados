### ./run.sh
#!/bin/bash
# OpenROAD 26Q1-2900-gdf79404cd8, Yosys 0.63+post, stock flow scripts
make -C /OpenROAD-flow-scripts/flow DESIGN_CONFIG=/design/flow/config.mk WORK_HOME=/design/flow/orfs finish
### ./config.mk
export PLATFORM = sky130hd
export DESIGN_NAME = mulMatrix
export DESIGN_NICKNAME = mulMatrix
export VERILOG_FILES = /design/flow/design.v
export SDC_FILE = /design/flow/constraint.sdc
export NUM_CORES = 4
export LEC_CHECK = 1
export CORE_UTILIZATION = 40
### ./constraint.sdc
current_design mulMatrix

set clk_period 10.3
set clk_io_pct 0.2

create_clock -name clk0 -period $clk_period [get_ports {clk}]

set non_clock_inputs [all_inputs -no_clocks]
set_input_delay [expr $clk_period * $clk_io_pct] -clock clk0 $non_clock_inputs
set_output_delay [expr $clk_period * $clk_io_pct] -clock clk0 [all_outputs]
### ./design.v
module mulMatrix(
	input wire [149:0] A,
	input wire [89:0] B,
	output wire [224:0] C,
	input clk);
	reg [14:0] D1[0:4][0:2];
	reg [14:0] D2[0:4][0:2];
	reg [14:0] A1[0:4][0:1];
	reg [14:0] B1[0:1][0:2];
    reg [14:0] P1[0:4];
    reg [14:0] P2[0:2];
    integer i , j;
    assign C = {D2[0][0],D2[0][1],D2[0][2],D2[1][0],D2[1][1],D2[1][2],D2[2][0],D2[2][1],D2[2][2],D2[3][0],D2[3][1],D2[3][2],D2[4][0],D2[4][1],D2[4][2]};
	always@(posedge clk) begin
		{A1[0][0],A1[0][1],A1[1][0],A1[1][1],A1[2][0],A1[2][1],A1[3][0],A1[3][1],A1[4][0],A1[4][1]} = A;
        {B1[0][0],B1[0][1],B1[0][2],B1[1][0],B1[1][1],B1[1][2]} = B;
        for(i = 0 ; i < 5 ; i= i+1) begin
            P1[i] <= A1[i][1];
        end
        for(i = 0; i < 3; i= i+1) begin
            P2[i] <= B1[1][i];
        end
        for(i = 0 ; i < 5 ; i= i+1) begin
            for( j = 0 ; j < 3 ; j= j+1) begin
                D1[i][j] <= A1[i][0] * B1[0][j];
            end
        end
        for( i = 0 ; i < 5 ; i= i+1) begin
            for(j = 0 ; j < 3 ; j= j+1) begin
                D2[i][j] <= D1[i][j] + P1[i] * P2[j];
            end
        end
	end
endmodule
==> results.py <==
# Generated from Yosys and OpenROAD reports
metrics = {
    "clocking": {
        "h-tree-depth": 3,
        "cts-buffers-inserted": 78,
        "cts_buffer_depth": 3,
        "path_clk_slew_ns": 0.06,
        "insertion_delay_ns": 0.75,
        "cts_resized": 0,
        "cts.sinks": 570,
        "cts_tree": "done",
        "cts_setup_buffers": 0,
        "root_buffer": "clkbuf_16",
        "cts_hold_buf": 0,
    },
    "synth": {
        "edf_count": 0,
        "synth_cells": 14000,
        "synthTopCellsByArea": "fa_1, ha_1, inv_1",
        "top_area_share_pct": 36.3,
        "synth_area_per_cell_um2": 8.74,
        "yosys.area.top_type": "fa_1",
        "common_cells": "inv_1, fa_1, nand2_1",
        "async_flop_share_pct": 0,
        "ys_cells": 14000,
        "yosysUniqueCellTypes": 60,
        "ys_seq_share_pct": 9.32,
        "syn_area_um2": 122000,
        "most_common_cell": "inv_1",
        "ff_type": "dfxtp_1",
        "yosys_area_um2": 122000,
        "synth_warnings": 7,
        "numSynthFlops": 570,
    },
    "final_timing": {
        "setup_viol": 0,
        "fmax_ghz": 0.141,
        "finClkSkew_ns": 0.0743,
        "timing.slew.headroom_pct": 15.8,
        "rsz0062_at_grt": "false",
        "setup-tns-final_ns": 0,
        "tightest_slew_ns": 1.25,
        "maxSlewViolCount": 0,
        "finalHoldViolCount": 0,
        "whs_ns": 0.457,
        "fin_crit_ns": 7.08,
        "finalCritPeriodShare_pct": 68.7,
    },
    "final_layout": {
        "fin_area_um2": 134000,
        "n_fill_cell": 29600,
        "seqCellArea_um2": 11500,
        "area_growth_pct": 9.35,
        "combGateArea_um2": 95500,
        "drive_gt1_share_pct": 3.36,
        "post-route-util_pct": 44.1,
    },
    "grt": {
        "grt_max_degree": 48,
        "grt_pass1_vias": 91600,
        "overflow": 0,
        "antenna_found_initial": 27,
        "grt_pass1_wl_mm": 572,
        "track_usage_pct": 26.3,
    },
    "setup_path": {
        "path_delay_family": "adder cells",
        "slowest_delay_ns": 0.77,
        "critical_path_class": "in2reg",
        "r2r_setup_slack_ns": 3.89,
        "slowest_stage": "clkdlybuf4s50_1",
        "worstPathMaxFanout": 15,
        "crit_path_end_kind": "flip-flop",
        "cp_cell_sequence": "clkdlybuf4s50_1 > and2_1 > fa_1 > inv_1 > fa_1 > inv_1 > fa_1 > inv_1 > fa_1 > inv_1 > fa_1 > inv_1 > fa_1 > inv_1 > ha_1 > a21oi_1 > o21ai_0 > or4b_1 > nand3_1",
        "cp.required_ns": 10.98,
        "timing.rr.start": "P2[2][4]$_DFF_P_",
        "path_buffers": 7,
        "ff2ff_path_depth": 19,
        "crit_path_start": "A[55]",
        "startpoint_type": "primary input",
        "worstPathArrival_ns": 7.75,
        "r2r-end": "D2[14][13]$_DFF_P_",
    },
    "min_path": {
        "hp-class": "reg2reg",
        "worstHoldEndpoint": "D2[14][0]$_DFF_P_",
        "whs_path_depth": 1,
        "min_from": "D1[14][0]$_DFF_P_",
    },
    "routing": {
        "drcViolationCount": 0,
        "vias_per_cell": 4.80,
        "antenna_left": 0,
        "routed-via-count": 87400,
        "first_pass_iters": 5,
        "drt_iter0_markers": 3670,
        "avgRoutedWirePerCell_um": 20.3,
        "drt-total-wl_mm": 371,
    },
    "floorplanning": {
        "fp_util_pct": 40.3,
        "core_area_um2": 304000,
        "ios": 466,
        "rows": 202,
        "die_area_um2": 308000,
        "die_w_um": 555,
        "die_h_um": 555,
    },
    "run_status": {
        "status": "completed",
    },
    "placed_design": {
        "routabilityCongestion": 0.937,
        "io_buffers": 465,
        "hpwl_mm": 272,
        "placed_area_um2": 131000,
    },
    "run": {
        "warnings": 25,
        "cap_violations": 0,
    },
}
==> flip-flops by register name (all words and copies together), names as in the netlist <==
| name | count |
|---|---|
| D1 | 225 |
| P2 | 45 |
| P1 | 75 |
| D2 | 225 |
==> stage by stage <==
step	std cells	setup WS (ns)
after floorplan	14000	3.29
after global placement	18100	2.48
after detailed placement	18100	2.47
after CTS	18200	3.27
after global routing	18200	2.90
final	18200	3.22
==> cells by family after synthesis <==
| family | synth area share [%] |
|---|---|
| buffers and inverters | 12.6 |
| xor gates and xnor gates | 7.91 |
| DFF | 9.32 |
| and+or+nand+nor | 16.5 |
| AOI/OAI and AO/OA | 3.32 |
| adders and majority gates | 50.3 |
| muxes | 0.0245 |
==> layout by cell type, fill, tap and decap left out, types with 34 or more instances in the layout <==
| master | netlist | layout |
|---|---|---|
| xor2_1 | 209 | 209 |
| and2_1 | 1820 | 1820 |
| ha_1 | 1365 | 1365 |
| nand2b_1 | 35 | 35 |
| o21bai_1 | 49 | 49 |
| nand2_1 | 1845 | 1845 |
| clkdlybuf4s50_1 | 0 | 430 |
| xnor2_1 | 897 | 897 |
| a21o_1 | 70 | 70 |
| inv_1 | 3401 | 3401 |
| o21a_1 | 47 | 47 |
| fa_1 | 2220 | 2220 |
| dfxtp_1 | 570 | 539 |
| nor2_1 | 108 | 108 |
| nor3_1 | 34 | 34 |
| buf_4 | 0 | 240 |
| o21ai_0 | 94 | 94 |
| a21oi_1 | 194 | 194 |
| clkbuf_16 | 0 | 78 |
| nor2b_1 | 36 | 36 |
==> metal layers <==
layer | GRT usage [%] | part of all wire, % | vias to the layer above
li1 | - | - | 40600
met1 | 37.2 | 42 | 42600
met2 | 34.8 | 40 | 3659
met3 | 16.7 | 16 | 437
met4 | 5.11 | 2.4 | 26
met5 | 0.906 | 0.084 | -
==> layout make-up <==
| cell class | count | area share (%) |
|---|---|---|
| antenna | 16 | 0.0299 |
| clock buffer | 89 | 1.52 |
| clock inverter | 52 | 0.486 |
| inverter | 3401 | 9.54 |
| multi-input combinational | 9313 | 71.4 |
| sequential | 570 | 8.56 |
| tap | 4080 | 3.81 |
| timing repair buffer | 700 | 4.67 |
==> how the worst max path moves through the flow <==
stage                    to  depth (start not counted)
4_1_cts   D1[9][13]$_DFF_P_                         19
5_1_grt   D1[9][13]$_DFF_P_                         19
6_report  D1[9][13]$_DFF_P_                         19
==> worst register-to-register path, stage by stage (launching register included) <==
cell	delay (ns)
dfxtp_2	0.32
buf_4	0.50
buf_4	0.52
and2_1	0.24
fa_1	0.41
inv_1	0.08
fa_1	0.41
inv_1	0.09
fa_1	0.44
fa_1	0.52
fa_1	0.52
inv_1	0.05
fa_1	0.48
inv_1	0.05
ha_1	0.35
o21ai_0	0.31
a21oi_1	0.07
o21ai_0	0.22
o31ai_1	0.12
a311oi_1	0.51
