<file path="./run.sh">
#!/bin/bash
# OpenROAD 26Q1-2900-gdf79404cd8, Yosys 0.63+post, stock flow scripts
make -C /OpenROAD-flow-scripts/flow DESIGN_CONFIG=/design/flow/config.mk WORK_HOME=/design/flow/orfs finish
</file>
<file path="./config.mk">
export PLATFORM = sky130hd
export DESIGN_NAME = Iterative
export DESIGN_NICKNAME = Iterative
export VERILOG_FILES = /design/flow/design.v
export SDC_FILE = /design/flow/constraint.sdc
export NUM_CORES = 4
export LEC_CHECK = 1
export CORE_UTILIZATION = 40
</file>
<file path="./constraint.sdc">
current_design Iterative

set clk_period 16.3
set clk_io_pct 0.2

create_clock -name clk0 -period $clk_period [get_ports {Clk}]

set non_clock_inputs [all_inputs -no_clocks]
set_input_delay [expr $clk_period * $clk_io_pct] -clock clk0 $non_clock_inputs
set_output_delay [expr $clk_period * $clk_io_pct] -clock clk0 [all_outputs]
</file>
<file path="./design.v">
module Iterative(
MatrixResult,
MatrixA,
MatrixB,
Clk,
Start,
Finished
);
output [224:0]MatrixResult;  
output Finished;
input [149:0]MatrixA;  
input [89:0]MatrixB;  
input Clk;
input Start;
reg [224:0]MatrixResult;
reg [14:0] A [4:0][1:0];
reg [14:0] B [1:0][2:0];
reg [14:0] Result [4:0][2:0];
reg [2:0] row;
reg [1:0] col;
assign Finished = (row == 5);
always @(posedge Clk)
begin
if(Start)
begin
row = 0;
col = 0;
{A[0][0], A[0][1], A[1][0], A[1][1], A[2][0], A[2][1], A[3][0], A[3][1], A[4][0], A[4][1]} = MatrixA;
{B[0][0], B[0][1], B[0][2], B[1][0], B[1][1], B[1][2]} = MatrixB;
{Result[0][0], Result[0][1], Result[0][2], Result[1][0], Result[1][1], Result[1][2], Result[2][0], Result[2][1], Result[2][2], Result[3][0], Result[3][1], Result[3][2], Result[4][0], Result[4][1], Result[4][2]} = 225'b0;
end
else if(!Finished)
begin
Result[row][col] = A[row][0] * B[0][col] + A[row][1] * B[1][col];
if (row == 4 && col == 2)
begin
MatrixResult = {Result[0][0], Result[0][1], Result[0][2], Result[1][0], Result[1][1], Result[1][2], Result[2][0], Result[2][1], Result[2][2], Result[3][0], Result[3][1], Result[3][2], Result[4][0], Result[4][1], Result[4][2]};
end
else if (col == 2)
begin
row = row + 1;
col = 0;
end
else
begin
col = col + 1;
end
end
end
endmodule
</file>
==> results_slide.txt <==
Key Metrics from the Run

Critical path
  • Startpoint types: flip-flop
  • Crit-path max FO: 40
  • Delay of the slowest critical-path stage: 0.87 ns
  • Top Family by Delay on Critical Path: adder cells
  • Cell mode on critical path: fa_1
  • WS Path Type: flip-flop to flip-flop
  • Reg2reg path depth: 30
  • Arr. time, crit path: 10.33 ns
  • Crit path DRT: 16.66 ns
  • Worst Path Buf+Inv: 8
  • Worst path depth: 30
  • CP Capture Type: flip-flop
  • Crit-path slowest cell: or4_1

Logic synthesis
  • Ys Warns: 4
  • Dominant register cell: edfxtp_1
  • Ys flops: 695
  • Yosys stat area: 34280 µm²
  • Cell Area, Synth: 34280 µm²
  • Cell type with the largest total area: edfxtp_1
  • Synth Instances: 3176
  • Top cells, area: edfxtp_1 (41%), dfxtp_1 (13%), fa_1 (9.3%)
  • Ys async rst share: 0%
  • EDFF count, synth: 465
  • Dominant cell area share: 40.73%
  • Part of the Yosys area used for sequential elements: 54.17%
  • Yosys cell types: 69
  • Mapped Avg Cell Area: 10.79 µm²
  • Yosys stat cell total: 3176

Detailed routing
  • Vias: 24976
  • Wire per inst: 21.29 µm
  • Post-route DRC: 0
  • DRT antenna net count: 0
  • Vias/cell: 5.189
  • Initial DRC count: 1666
  • Routed WL: 102500 µm
  • First-pass DRT Iterations: 8

Clocking
  • Number of gates resized after cts: 0
  • Clock Sinks: 695
  • CTS clk-pin slew, worst paths: 0.06 ns
  • CTS tree: yes
  • Clock Tree Root: clkbuf_16
  • Worst skew pair latency: 0.64 ns
  • Num CTS Buffers: 76
  • CTS Buffer Depth: 3
  • H-tree levels: 3
  • Number of setup buffers added after CTS: 0
  • Post-CTS Hold Fix Bufs: 0

Timing
  • Final setup violation count: 0
  • Final Skew: 0.03328 ns
  • TNS Setup: 0 ns
  • Final Hold Fails: 0
  • RSZ-0062 raised after global routing: false
  • Cycle use final: 61.15%
  • Slew headroom: 39.65%
  • Final Max Slew Viols: 0
  • Min Tclk post-route: 9.968 ns
  • FMAX: 0.1003 GHz
  • Slew @ Worst Pin: 0.9053 ns

Finish
  • Commonest Layout Cell: nand2_1
  • Area delta synth->final: 25.02%
  • Fillers: 7305
  • Top cells excl fill/tap: nand2_1 (616), clkdlybuf4s50_1 (466), edfxtp_1 (465)
  • Fin util: 50.89%
  • Layout cells sized above 1: 7.860%

GRT
  • Vias in the first global route: 24580
  • GR Util All Layers: 25.35%
  • Grt total ovfl: 0
  • First-pass GRT wire length: 151800 µm
  • Antenna violations before repair: 5
  • Largest net degree at the start of global routing: 118

Floorplan
  • Chip area: 86870 µm²
  • FP Rows: 106
  • Io pins: 468
  • FP Core Util: 40.70%
  • Die X: 294.7 µm
  • Die Y: 294.7 µm
  • Total core area: 84220 µm²

Placement
  • Routability-driven placement congestion ratio: 0.9598
  • Post-DP HPWL: 74160 µm
  • IO Port Bufs: 467

Run status
  • Status: finished clean

Worst hold path
  • Hold path depth: 2
  • Hold WC Path Type: flip-flop to flip-flop

Flow run
  • Tool Warnings: 40
  • Max Cap Viol: 0
-- Yosys cell counts (19+ instances only) --
master	n
nand2_1	617
edfxtp_1	465
nor2_1	307
dfxtp_1	230
inv_1	215
fa_1	160
clkbuf_1	144
a21oi_1	142
o21ai_0	139
ha_1	98
nor3_1	72
xnor2_1	46
nand2b_1	43
mux2_2	40
a22oi_1	39
nand3_1	36
buf_2	23
a22o_1	22
a222oi_1	21
o21ai_1	19
o31ai_1	19
-- cell families after synthesis --
group | Yosys count | synth area share [%]
AOI/OAI and AO/OA | 561 | 11.05
xor gates and xnor gates | 65 | 1.967
adders and majority gates | 258 | 12.92
buffers and inverters | 403 | 4.584
DFF | 695 | 54.17
muxes | 43 | 1.402
and+or+nand+nor | 1151 | 13.91
-- layout make-up --
type	count	area, µm²	share of cell area [%]
clock inverter	33	381.6	0.8905
clock buffer	103	2103	4.908
sequential	695	18570	43.33
timing repair buffer	552	5330	12.44
multi-input combinational	2078	14230	33.21
antenna	2	5.005	0.01168
inverter	216	815.8	1.904
tap	1134	1419	3.311
-- routing by layer --
metal	up-vias	routed length, µm	track usage (%)
li1	11875	-	-
met1	11936	41380	36.79
met2	991	47740	38.16
met3	164	9703	8.576
met4	10	3543	7.533
met5	-	124	0.6239
-- worst min-delay path: stages (launching register included) --
cell,delay (ns)
dfxtp_1,0.31
nand2_1,0.05
a21oi_1,0.05
-- sequential cells by signal, indices dropped and copies added, names as in the netlist --
name	count
A	150
row	3
Result	225
B	90
MatrixResult	225
col	2
-- per-stage QoR --
stage | cells | instance area [µm²] | hold WS (ns) | setup WS [ns]
after CTS | 4811 | 42850 | 0.4516 | 6.255
after global placement | 4675 | 40370 | 0.4375 | 6.409
after global routing | 4812 | 42850 | 0.4642 | 5.784
final | 4813 | 42860 | 0.4513 | 6.332
after floorplan | 3176 | 34280 | 0.4321 | 3.232
after detailed placement | 4675 | 40370 | 0.4436 | 6.288
-- final timing paths --
check	start	end	slack, ns
worst max-delay path	col[0]	MatrixResult[104]	6.33
worst max register to register	col[0]	MatrixResult[104]	6.33
worst min register to register	Result[10][9]	Result[10][9]	0.45
worst min-delay path	Result[10][9]	Result[10][9]	0.45
