==> /design/flow/design.v <==
module Combinacional(
    MatrixResult,
    MatrixA,
    MatrixB
);
output [119:0]MatrixResult;  
input [79:0]MatrixA;        
input [47:0]MatrixB;         
reg [119:0]MatrixResult;
reg [7:0] A [4:0][1:0];
reg [7:0] B [1:0][2:0];
reg [7:0] Result [4:0][2:0];
integer i, j;
always@(MatrixA or MatrixB) begin
    {A[0][0], A[0][1], A[1][0], A[1][1], A[2][0], A[2][1], A[3][0], A[3][1], A[4][0], A[4][1]} = MatrixA;
    {B[0][0], B[0][1], B[0][2], B[1][0], B[1][1], B[1][2]} = MatrixB;
    {Result[0][0], Result[0][1], Result[0][2], Result[1][0], Result[1][1], Result[1][2], Result[2][0], Result[2][1], Result[2][2], Result[3][0], Result[3][1], Result[3][2], Result[4][0], Result[4][1], Result[4][2]} = 119'b0;
    for(i = 0; i < 5; i = i + 1) begin
        for(j = 0; j < 3; j = j + 1) begin
            Result[i][j] = A[i][0] * B[0][j] + A[i][1] * B[1][j];
        end
    end
    MatrixResult = {Result[0][0], Result[0][1], Result[0][2], Result[1][0], Result[1][1], Result[1][2], Result[2][0], Result[2][1], Result[2][2], Result[3][0], Result[3][1], Result[3][2], Result[4][0], Result[4][1], Result[4][2]};
end
endmodule
==> /design/flow/run.sh <==
#!/bin/bash
# OpenROAD 26Q1-2900-gdf79404cd8, Yosys 0.63+post, stock flow scripts
make -C /OpenROAD-flow-scripts/flow DESIGN_CONFIG=/design/flow/config.mk WORK_HOME=/design/flow/orfs finish
==> /design/flow/config.mk <==
export PLATFORM = sky130hd
export DESIGN_NAME = Combinacional
export DESIGN_NICKNAME = Combinacional
export VERILOG_FILES = /design/flow/design.v
export SDC_FILE = /design/flow/constraint.sdc
export NUM_CORES = 4
export LEC_CHECK = 1
export CORE_UTILIZATION = 40
==> /design/flow/constraint.sdc <==
current_design Combinacional

set clk_period 6.5
set clk_io_pct 0.2

create_clock -name clk0 -period $clk_period

set non_clock_inputs [all_inputs -no_clocks]
set_input_delay [expr $clk_period * $clk_io_pct] -clock clk0 $non_clock_inputs
set_output_delay [expr $clk_period * $clk_io_pct] -clock clk0 [all_outputs]
==> run summary <==
yosys + openroad results -> Sw Share 0.411, crit-path leading delay family adder cells, crit-path cells buf_16, buf_16, buf_12, buf_8, nand2_4, fa_1, inv_1, ha_1, inv_2, fa_1, inv_2, fa_1, fa_1, fa_1, ha_4, inv_4, o21bai_4, a21oi_4, xnor3_1, buf_2, biggest area cells fa_1 31%, ha_1 22%, and2_1 12%, clock power share 0, Vias 27300, first-pass GRT wire length 170 mm, largest net degree at the start of global routing 20, DR iter-0 viols ~1400, Flop pwr share 0, Mapped Area 0.0297 mm^2, Worst setup EP type output port, yosys cell count 3465, Vias/cell roughly 5.1, Synth area leader fa_1, Port Buffers 248, unrepaired setup endpoints after global routing true, average size of a mapped cell 8.58 um^2, Psw 6.37 mW, synthesis area per yosys 0.0297 mm^2, die area 0.0754 mm^2, Die Ht 275 um, register area share after synthesis 0, final hold vios 0, GR Util All Layers 0.318, measured slew at the worst slew-check pin 684 ps, Layout area overhead 57.5%, Reg area 0 um^2, Placer Congestion 0.987, Tcrit/Tclk final 1.12, Synth cell types 16, Post-Synthesis Cells about 3500, Slew Limit Fails 0, ANT cells 0, class of the tightest hold or removal check input pin to output port, critical path arrival 5980 ps, Filler cells 5193, Final min period slightly above 7000 ps, status finished, violations left, Post-DP HPWL 80.9 mm, cts-stage hold buffer count 0, crit path kind input pin to output port, OpenROAD warning count 35, ANT nets after route 0, worst hold path startpoint MatrixA[0], pre-CTS WS -1560 ps, total wire length after detailed routing 116 mm, setup TNS -18220 ps, Hold Path End MatrixResult[0], violated checks negative setup slack, CORE AREA 0.0732 mm^2, Area leader share 0.313, flop count 0, logic area just over 0.03 mm^2, vias in the first global route 28700, Core Util at FP 0.406, crit path DRT 5200 ps, Peak Freq 0.137 GHz, Startpoint Class input pin, CP max stage delay 580 ps, layout cells sized above 1 0.431, DRC viols 0, clock buffer count 0, Final setup viols 48, Hold Path Stages 5, Pwr Density about 330 mW/mm^2, post-route setup slack -779 ps, GRT Residual Overflow 0, hold slack around 3600 ps, die width 275 um, WL/cell 21.5 um, Max Cap Viol 0, I/O pins 248, Pleak 22.6 nW, Int Power 9.11 mW, Slew headroom 0.543, initial antenna violation count 3, DRT Pass-1 Iters 17, maximum vdd ir drop 0.668 mV, WP depth 20, slowest CP cell fa_1, YS warnings 4, number of placement rows 99, critical path's most frequent cell fa_1, Comb pwr share 1.000, Worst Path Max Fanout 4, buffers and inverters on the worst path 9
cells by family after synthesis:
logic type | count (synthesis) | synth area share
fa+ha+maj | 990 | 0.534
compound gates | 75 | 0.0151
buf+inv | 855 | 0.109
xor+xnor | 435 | 0.156
simple gates | 1110 | 0.186
layout make-up:
type / instances / share of cell area
multi-input combinational: 2610 / 0.660
timing repair buffer: 1151 / 0.260
inverter: 673 / 0.0544
tap: 959 / 0.0256
Yosys cell counts:
library cell / n
clkbuf_1: 174
nand2_1: 530
nor2_1: 30
a21oi_1: 45
xnor3_1: 60
o21bai_1: 15
xor2_1: 75
and2_1: 550
ha_1: 525
a21o_1: 15
inv_1: 673
buf_6: 1
xnor2_1: 300
buf_2: 5
buf_4: 2
fa_1: 465
stage by stage:
step,util,cell area [um^2],power (mW),std cells
finish,0.640,46800,15.5,5393
global route,0.640,46800,17.0,5393
CTS,0.608,44500,14.4,5341
detailed placement,0.515,37700,13.0,4992
global placement,0.515,37700,13.0,4992
floorplan,-,31000,6.80,3465
metal layers:
layer,global-route usage,part of all wire,up-vias
li1,-,-,12200
met1,0.419,0.38,13300
met2,0.461,0.42,1467
met3,0.155,0.15,369
met4,0.117,0.052,2
met5,0.0113,0.00011,-
repair_timing:
action	4_1_cts	5_1_grt
buffers inserted	359	130
endpoints found under the setup margin	76	72
resized	1458	642
cloned	9	3
pin swaps	542	483
tightest hold or removal path, cell delays in order:
cell and delay [ps]:
clkbuf_2 100, buf_12 130, and2_1 130, ha_1 150, clkdlybuf4s50_1 460
power groups by stage:
stage,Combinational [mW],Sequential (mW),Clock [mW]
4_1_cts,14.4,0,0
5_1_grt,17.0,0,0
6_report,15.5,0,0
how the worst max path moves through the flow:
stage             endpoint        start
4_1_cts   MatrixResult[55]  MatrixB[26]
5_1_grt   MatrixResult[63]  MatrixB[34]
6_report  MatrixResult[31]  MatrixB[27]
cells in the final DEF (no fill, tap or decap), types with 17 or more instances in the layout:
cell,synthesis,final
clkdlybuf4s50_1,0,68
xor2_1,75,68
inv_2,0,189
buf_6,1,284
xnor2_2,0,33
buf_12,0,129
nand2_2,0,76
ha_1,525,308
nand2_1,530,416
a21oi_2,0,24
nand2_4,0,38
and2_1,550,438
buf_4,2,448
buf_2,5,82
fa_1,465,384
inv_1,673,475
xnor2_1,300,263
ha_2,0,20
a21oi_4,0,19
buf_8,0,83
ha_4,0,197
dlygate4sd2_1,0,19
xnor3_1,60,54
nor2_4,0,17
and2_4,0,112
fa_2,0,81
No activity file was given, so power comes from the tool's default toggle rates.
